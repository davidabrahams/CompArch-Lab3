$ cat ./run.sh
#!/bin/bash
# OpenROAD 26Q1-2900-gdf79404cd8, Yosys 0.63+post, stock flow scripts
make -C /OpenROAD-flow-scripts/flow DESIGN_CONFIG=/design/flow/config.mk WORK_HOME=/design/flow/orfs finish
$ cat ./config.mk
export PLATFORM = sky130hd
export DESIGN_NAME = ALU
export DESIGN_NICKNAME = ALU
export VERILOG_FILES = /design/flow/design.v
export SDC_FILE = /design/flow/constraint.sdc
export NUM_CORES = 4
export LEC_CHECK = 1
export CORE_UTILIZATION = 50
$ cat ./constraint.sdc
current_design ALU

set clk_period 22.1
set clk_io_pct 0.2

create_clock -name clk0 -period $clk_period

set non_clock_inputs [all_inputs -no_clocks]
set_input_delay [expr $clk_period * $clk_io_pct] -clock clk0 $non_clock_inputs
set_output_delay [expr $clk_period * $clk_io_pct] -clock clk0 [all_outputs]
$ cat ./design.v
module ALU (
    output[31:0]    result,
    output          carryout,
    output          zero,
    output          overflow,
    input[31:0]     operandA,
    input[31:0]     operandB,
    input[2:0]      command
);
    wire[31:0] signedB;
    wire initialSltKin, initialSltAnsIn, bPositive;
    not(bPositive, operandB[31]);
    xnor(initialSltKin, operandA[31], operandB[31]);
    and(initialSltAnsIn, operandA[31], bPositive);
    wire[30:0] addCarryouts;  
    wire[31:0] sltKouts;
    wire[31:0] sltAnsOuts;
    wire shouldFlip;
    wire[2:0] flipCommand;
    not(flipCommand[2], command[2]);
    not(flipCommand[1], command[1]);
    buf(flipCommand[0], command[0]);
    and(shouldFlip,
            flipCommand[2],
            flipCommand[1],
            flipCommand[0]);
    wire setFlags;
    nor(setFlags, command[2], command[1]);
    genvar i;
    generate
        for (i = 0; i < 32; i = i + 1) begin:FLIP
            xor(signedB[i], shouldFlip, operandB[i]);
        end
    endgenerate
    wire isCarryout;
    bitSlice msb(result[31],
                isCarryout,
                sltKouts[31],
                sltAnsOuts[31],
                operandA[31],
                signedB[31],
                command,
                addCarryouts[31 - 1],
                initialSltKin,
                initialSltAnsIn,
                1'b1
            );
    and(carryout, isCarryout, setFlags);
    generate
        for (i = 1; i < 31; i = i + 1) begin:SLICE
            bitSlice b(result[i],
                        addCarryouts[i],
                        sltKouts[i],
                        sltAnsOuts[i],
                        operandA[i],
                        signedB[i],
                        command,
                        addCarryouts[i - 1],
                        sltKouts[i + 1],
                        sltAnsOuts[i + 1],
                        1'b0
                        );
        end
    endgenerate
    wire lsbResult;
    bitSlice lsb(lsbResult,
                addCarryouts[0],
                sltKouts[0],
                sltAnsOuts[0],
                operandA[0],
                signedB[0],
                command,
                command[0],
                sltKouts[0 + 1],
                sltAnsOuts[0 + 1],
                1'b0
                );
    wire doingSLT, notDoingSLT, sltCaseAns, notSltCaseAns;
    wire[2:0] isSLTCommand;
    not(isSLTCommand[2], command[2]);
    buf(isSLTCommand[1], command[1]);
    buf(isSLTCommand[0], command[0]);
    and(doingSLT, isSLTCommand[0], isSLTCommand[1], isSLTCommand[2]);
    not(notDoingSLT, doingSLT);
    and(sltCaseAns, doingSLT, sltAnsOuts[0]);
    and(notSltCaseAns, notDoingSLT, lsbResult);
    or(result[0], sltCaseAns, notSltCaseAns);
    wire AxnB, BxS;
    xnor(AxnB, operandA[31], signedB[31]);  
    xor(BxS, signedB[31], result[31]);
    and(overflow, AxnB, BxS, setFlags);
    wire isZero;
    nor(isZero, result[0], result[1], result[2], result[3], result[4],
         result[5], result[6], result[7], result[8], result[9], result[10],
         result[11], result[12], result[13], result[14], result[15], result[16],
         result[17], result[18], result[19], result[20], result[21], result[22],
         result[23], result[24], result[25], result[26], result[27], result[28],
         result[29], result[30], result[31]);
    and(zero, isZero, setFlags);
endmodule
module bitSlice (
    output out,
    output addCarryout,
    output sltKout,  
    output sltAnsOut,  
    input a,
    input b,
    input[2:0] s,  
    input addCarryIn,
    input sltKin,  
    input sltAnsIn,  
    input first  
);
    wire[7:0] results;
    fullAdder adder(results[0], addCarryout, a, b, addCarryIn);
    buf(results[1], results[0]);
    xor(results[2], a, b);
    sltSlice slt(results[3], sltKout, sltAnsOut, sltKin, sltAnsIn, a, b, first);
    and(results[4], a, b);
    not(results[5], results[4]);
    not(results[6], results[7]);
    or(results[7], a, b);
    multiplexer mux(out, s, results);
endmodule
module fullAdder(
   output out,
   output addCarryout,
   input a,
   input b,
   input addCarryIn
);
    wire AxorB, fullAnd, AandB;
    xor(AxorB, a, b);
    and(AandB, a, b);
    and(fullAnd, addCarryIn, AxorB);
    xor(out, AxorB, addCarryIn);
    xor(addCarryout, AandB, fullAnd);
endmodule
module mux2
(
output[31:0]   out,
input          address,
input[31:0]    input0, input1
);
  wire[31:0] mux[1:0];
  assign mux[0] = input0;
  assign mux[1] = input1;
  assign out = mux[address];
endmodule
module mux4
(
output[31:0]    out,
input[1:0]      address,
input[31:0]     input0, input1, input2, input3
);
  wire[31:0] mux[3:0];          
  assign mux[0] = input0;        
  assign mux[1] = input1;
  assign mux[2] = input2;
  assign mux[3] = input3;
  assign out = mux[address];     
endmodule
module multiplexer(
    output out,
    input[2:0] address,
    input[7:0] in
);
    wire[2:0] naddress;
    wire[7:0] outputs;
    not(naddress[0], address[0]);
    not(naddress[1], address[1]);
    not(naddress[2], address[2]);
    and(outputs[0], naddress[2], naddress[1], naddress[0], in[0]);
    and(outputs[1], naddress[2], naddress[1], address[0], in[1]);
    and(outputs[2], naddress[2], address[1], naddress[0], in[2]);
    and(outputs[3], naddress[2], address[1], address[0], in[3]);
    and(outputs[4], address[2], naddress[1], naddress[0], in[4]);
    and(outputs[5], address[2], naddress[1], address[0], in[5]);
    and(outputs[6], address[2], address[1], naddress[0], in[6]);
    and(outputs[7], address[2], address[1], address[0], in[7]);
    or(out, outputs[7], outputs[6], outputs[5], outputs[4], outputs[3], outputs[2], outputs[1], outputs[0]);
endmodule
module sltSlice(
    output out,
    output keepLookingOut,  
    output ansOut,  
    input keepLookingIn,  
    input ansIn,  
    input a,
    input b,
    input first  
);
    wire AxnorB, logicalKOut;
    xnor(AxnorB, a, b);
    and(logicalKOut, AxnorB, keepLookingIn);
    wire notFirst, notFirstCaseAns, firstCaseAns;
    not(notFirst, first);
    and(notFirstCaseAns, notFirst, logicalKOut);
    and(firstCaseAns, first, keepLookingIn);
    or(keepLookingOut, notFirstCaseAns, firstCaseAns);
    wire notA;
    wire notAandBandKin;
    not(notA, a);
    and(notAandBandKin, notA, b, keepLookingIn);
    or(ansOut, notAandBandKin, ansIn);
    buf(out, 1'b0);
endmodule
==> qor.yml <==
drv.max_cap_violation_count: 0
ys_area_um2: 4640
ctsHoldBuffers: 0
worst_ep_required_time_ps: 17680
crit_family: "adder cells"
placedInstanceArea_um2: 5500
worst_path_bufs_invs: 3
ioPinCount: 102
worst_hold_path_type: "input pin to output port"
worstMarginPinSlew_ps: 823
groute.usage.overall_pct: 27.1
n_sequential_cell: 0
postRouteWirelength_um: 12300
finalClockPeriodUsage_pct: 98.5
grt_pass1_vias: 4074
clock_buffer_count: 0
final_area_um2: 5580
fill_cells: 743
worst_path_largest_cell_delay_ps: 490
drt-pass1-iter-count: 19
post-route-min-period_ps: 21780
synthDistinctLibCells: 57
initial_utilization_pct: 52.4
globalRoute.totalOverflow: 0
holdPathEnd: "result[3]"
area_share_of_the_leading_cell_type_in_the_synthesized_netlist_pct: 26.2
vias_per_std_cell: 5.58
vdd_ir_drop_max_uv: 14.8
largest_net_degree_at_the_start_of_global_routing: 63
grt_antenna_before_repair: 0
final-seq-area_um2: 0
drive_gt1_share_pct: 11.0
drc_violations_left: 0
logic_area_um2: 4030
detailedPlacementHpwl_um: 9490
timing.final.hold_violations: 0
end_kind: "output port"
worstHoldStart: "command[2]"
cp.arrival_ps: 17360
die_width_um: 98.3
syn2layout_area_growth_pct: 20.4
syn_avg_cell_area_um2: 7.97
critical_path_class: "input pin to output port"
gate_count_of_the_mapped_netlist: 582
wire_per_inst_um: 16.5
place.port_buffers: 102
slowest_stage_cell_cp: "sky130_fd_sc_hd__clkdlybuf4s50_1"
die_area_um2: 9660
final_cells: 747
max_freq_mhz: 45.9
finalMaxSlewViolations: 0
cts.repair_timing.setup_buffer_count: 0
timing.slew.headroom_pct: 45.0
total_leakage_power_uw: 0.00269
warning_count: 97
num_rows: 34
synth_area_um2: 4640
first_pass_grt_wire_length_um: 20400
cp-start-kind: "input pin"
top_cells_by_area: "sky130_fd_sc_hd__ha_1 26%, sky130_fd_sc_hd__fa_1 14%, sky130_fd_sc_hd__xor2_1 8.5%, sky130_fd_sc_hd__inv_1 5.8%, sky130_fd_sc_hd__buf_4 5.7%"
total_cells_reported_by_yosys_after_synthesis: 582
route.vias.total: 4167
coreArea_um2: 8850
synth_seq_share_pct: 0
drt.antenna.violating_nets: 0
setup_violations: 0
run_status: "completed"
power-per-cell-area_nw_per_um2: 26.6
gpl.final_weighted_congestion: 0.942
path_common_cell: "sky130_fd_sc_hd__fa_2"
yosys_warnings: 0
dp.cells: 747
detail_route.iter0.violations: 198
critical_path_peak_fanout: 2
holdPathStages: 6
top_area_cell: "sky130_fd_sc_hd__ha_1"
num_antenna_cells: 0
die-height_um: 98.3
## kinds of logic (layout without fill, tap and decap cells)
logic type,count (synthesis),after routing,synth area share (%)
muxes,7,7,1.59
buffers and inverters,137,194,15.4
adders and majority gates,129,129,40.0
and+or+nand+nor,121,121,12.8
xor gates and xnor gates,54,54,10.2
AOI/OAI and AO/OA,134,134,20.0
## power breakdown
part	leakage [uW]	switching, uW	internal, uW	total (uW)
Sequential	0	0	0	0
Clock	0	0	0	0
Combinational	0.00269	73.0	75.3	148
Total	0.00269	73.0	75.3	148
## layout by cell type (no fill, tap or decap), types with 6 or more instances in the layout
cell | synthesis | final
sky130_fd_sc_hd__nor2_1 | 26 | 25
sky130_fd_sc_hd__inv_1 | 72 | 72
sky130_fd_sc_hd__nor3_1 | 9 | 9
sky130_fd_sc_hd__o21ai_0 | 20 | 20
sky130_fd_sc_hd__xor2_1 | 45 | 45
sky130_fd_sc_hd__or2_2 | 6 | 6
sky130_fd_sc_hd__nand3_1 | 7 | 7
sky130_fd_sc_hd__a22o_1 | 7 | 7
sky130_fd_sc_hd__nand2_1 | 39 | 39
sky130_fd_sc_hd__fa_2 | 0 | 29
sky130_fd_sc_hd__a22oi_1 | 11 | 11
sky130_fd_sc_hd__buf_4 | 35 | 19
sky130_fd_sc_hd__nand4_1 | 6 | 6
sky130_fd_sc_hd__clkdlybuf4s50_1 | 0 | 99
sky130_fd_sc_hd__a21oi_1 | 29 | 29
sky130_fd_sc_hd__xnor2_1 | 9 | 9
sky130_fd_sc_hd__a21o_1 | 11 | 11
sky130_fd_sc_hd__o22ai_1 | 15 | 15
sky130_fd_sc_hd__ha_1 | 97 | 97
## cell type report
cell class / instances / share of cell area, %
Tap cell: 108 / 2.42
Timing Repair Buffer: 121 / 20.6
Inverter: 73 / 4.91
Multi-Input combinational cell: 445 / 72.1
## stage by stage
| stage | setup slack (ps) | setup TNS [ps] | hold WS (ps) | power [uW] | util (%) |
|---|---|---|---|---|---|
| finish | 323 | 0 | 9790 | 148 | 63.1 |
| floorplan | 0.215 | 0 | 9130 | 97.0 | - |
| global route | -34.3 | -34.3 | 9850 | 166 | 63.1 |
| global placement | -691 | -2020 | 9800 | 144 | 62.2 |
| CTS | 12.0 | 0 | 9800 | 148 | 62.7 |
| detailed placement | -799 | -2420 | 9800 | 144 | 62.2 |
## cell usage after synthesis (2+ instances only)
library cell / number
sky130_fd_sc_hd__a2111oi_2: 3
sky130_fd_sc_hd__a211o_1: 2
sky130_fd_sc_hd__a211oi_1: 4
sky130_fd_sc_hd__a21o_1: 11
sky130_fd_sc_hd__a21oi_1: 29
sky130_fd_sc_hd__a221oi_1: 3
sky130_fd_sc_hd__a22o_1: 7
sky130_fd_sc_hd__a22oi_1: 11
sky130_fd_sc_hd__a311oi_1: 3
sky130_fd_sc_hd__a31oi_1: 2
sky130_fd_sc_hd__a32o_1: 2
sky130_fd_sc_hd__a32oi_1: 2
sky130_fd_sc_hd__and2_1: 3
sky130_fd_sc_hd__and3_1: 3
sky130_fd_sc_hd__and4b_1: 3
sky130_fd_sc_hd__buf_1: 2
sky130_fd_sc_hd__buf_2: 17
sky130_fd_sc_hd__buf_4: 35
sky130_fd_sc_hd__buf_6: 6
sky130_fd_sc_hd__clkbuf_1: 4
sky130_fd_sc_hd__fa_1: 32
sky130_fd_sc_hd__ha_1: 97
sky130_fd_sc_hd__inv_1: 72
sky130_fd_sc_hd__mux2_2: 3
sky130_fd_sc_hd__mux2i_1: 4
sky130_fd_sc_hd__nand2_1: 39
sky130_fd_sc_hd__nand2b_1: 3
sky130_fd_sc_hd__nand3_1: 7
sky130_fd_sc_hd__nand4_1: 6
sky130_fd_sc_hd__nand4b_1: 2
sky130_fd_sc_hd__nor2_1: 26
sky130_fd_sc_hd__nor2b_1: 2
sky130_fd_sc_hd__nor3_1: 9
sky130_fd_sc_hd__nor3b_1: 2
sky130_fd_sc_hd__nor4_1: 6
sky130_fd_sc_hd__o21ai_0: 20
sky130_fd_sc_hd__o21ai_1: 3
sky130_fd_sc_hd__o221ai_1: 4
sky130_fd_sc_hd__o22a_1: 2
sky130_fd_sc_hd__o22ai_1: 15
sky130_fd_sc_hd__o31ai_1: 2
sky130_fd_sc_hd__or2_1: 2
sky130_fd_sc_hd__or2_2: 6
sky130_fd_sc_hd__xnor2_1: 9
sky130_fd_sc_hd__xor2_1: 45
## worst max-delay path by stage
stage / from / end / slack, ps / depth (start not counted)
5_1_grt: operandB[0] / zero / -30 / 41
4_1_cts: operandB[0] / zero / 10 / 41
6_report: operandB[0] / zero / 320 / 41
## per-layer routing
layer | vias up | routed length, um | track usage (%)
li1 | 2077 | - | -
met1 | 1919 | 5700 | 41.4
met2 | 163 | 5630 | 43.9
met3 | 8 | 899 | 2.91
met4 | 0 | 69 | 2.07
met5 | - | 0 | 0
## timing repair
| action | CTS | global route |
|---|---|---|
| gates resized | 18 | 10 |
| gates cloned | 0 | 0 |
| pin swaps | 2 | 2 |
| setup endpoints to repair | 4 | 3 |
No activity file was given, so power comes from the tool's default toggle rates.
