**run.sh**
```bash
#!/bin/bash
# OpenROAD 26Q1-2900-gdf79404cd8, Yosys 0.63+post, stock flow scripts
make -C /OpenROAD-flow-scripts/flow DESIGN_CONFIG=/design/flow/config.mk WORK_HOME=/design/flow/orfs finish
```
**config.mk**
```make
export PLATFORM = sky130hd
export DESIGN_NAME = mux4
export DESIGN_NICKNAME = mux4
export VERILOG_FILES = /design/flow/design.v
export SDC_FILE = /design/flow/constraint.sdc
export NUM_CORES = 4
export LEC_CHECK = 1
export CORE_AREA = 10 10 84 84
export DIE_AREA = 0 0 94 94
```
**constraint.sdc**
```tcl
current_design mux4

set clk_period 1.1
set clk_io_pct 0.2

create_clock -name clk0 -period $clk_period

set non_clock_inputs [all_inputs -no_clocks]
set_input_delay [expr $clk_period * $clk_io_pct] -clock clk0 $non_clock_inputs
set_output_delay [expr $clk_period * $clk_io_pct] -clock clk0 [all_outputs]
```
**design.v**
```verilog
module mux2
(
output[31:0]   out,
input          address,
input[31:0]    input0, input1
);
  wire[31:0] mux[1:0];
  assign mux[0] = input0;
  assign mux[1] = input1;
  assign out = mux[address];
endmodule
module mux4
(
output[31:0]    out,
input[1:0]      address,
input[31:0]     input0, input1, input2, input3
);
  wire[31:0] mux[3:0];          
  assign mux[0] = input0;        
  assign mux[1] = input1;
  assign mux[2] = input2;
  assign mux[3] = input3;
  assign out = mux[address];     
endmodule
module multiplexer(
    output out,
    input[2:0] address,
    input[7:0] in
);
    wire[2:0] naddress;
    wire[7:0] outputs;
    not(naddress[0], address[0]);
    not(naddress[1], address[1]);
    not(naddress[2], address[2]);
    and(outputs[0], naddress[2], naddress[1], naddress[0], in[0]);
    and(outputs[1], naddress[2], naddress[1], address[0], in[1]);
    and(outputs[2], naddress[2], address[1], naddress[0], in[2]);
    and(outputs[3], naddress[2], address[1], address[0], in[3]);
    and(outputs[4], address[2], naddress[1], naddress[0], in[4]);
    and(outputs[5], address[2], naddress[1], address[0], in[5]);
    and(outputs[6], address[2], address[1], naddress[0], in[6]);
    and(outputs[7], address[2], address[1], address[0], in[7]);
    or(out, outputs[7], outputs[6], outputs[5], outputs[4], outputs[3], outputs[2], outputs[1], outputs[0]);
endmodule
```
==> impl_metrics.json <==
{
  "status": "finished with violations",
  "violations": "negative setup slack",
  "cts_setup_buffers": 0,
  "yosys_warnings": 1,
  "syn_to_final_growth_pct": 191,
  "grt_max_degree": 17,
  "yosys_area_um2": 815,
  "tool_warnings": 35,
  "crit_path_max_fanout": 8,
  "clkbuf_count": 0,
  "fin_area_mm2": 0.00237,
  "setup_viol": 32,
  "syn_area_um2": 815,
  "die_w_um": 94,
  "rows": 26,
  "syn_avg_cell_area_um2": 20.9,
  "min_from": "address[0]",
  "chipArea_mm2": 0.00884,
  "grt_pass1_vias": 1401,
  "finalMaxSlewViolations": 0,
  "fmax_ghz": 0.739,
  "layout_top_cell": "dlygate4sd2_1",
  "top_area_cell": "mux4_2",
  "post-place-ws_ns": -0.860,
  "finalCritPeriodShare": 1.23,
  "port_buffers": 162,
  "hold_class": "in -> out",
  "fill_cells": 544,
  "end_kind": "output port",
  "flops": 0,
  "groute.usage.overall": 0.142,
  "ios": 162,
  "crit_type": "in -> out",
  "top_area_frac": 0.829,
  "drv_cap": 0,
  "wire_per_inst_um": 23.7,
  "top_cells_by_area": "mux4_2 83%, buf_12 7.4%, mux4_1 6.5%",
  "ir_drop_mv": 0.192,
  "totalWireLength_um": 6540,
  "fp_util": 0.156,
  "vias_per_cell": 4.44,
  "tightest_slew_ns": 0.116,
  "drcViolationCount": 0,
  "synth_stat.cells": 39,
  "antenna_found_initial": 3,
  "dpl_cell_area_mm2": 0.00249,
  "ant_nets": 0,
  "grt_pass1_wl_um": 9270,
  "finalHoldViolCount": 0,
  "dp_hpwl_um": 5630,
  "finalNonFillerCells": 276,
  "dr.first_iter.drc_count": 15,
  "total_power_mw": 0.801,
  "final-seq-area_um2": 0,
  "vias": 1225,
  "drt_pass1_iterations": 4,
  "fin_hold_ws_ns": 0.918,
  "netlist_instances": 39,
  "synth.distinct_cells": 5,
  "drive_above_1_share": 0.369,
  "dieHeight_um": 94,
  "lay_top_cells": "124 x dlygate4sd2_1, 32 x mux4_2, 28 x buf_2",
  "setup_slack_ns": -0.253,
  "leakagePower_nw": 1.12,
  "yosysSeqAreaShare": 0,
  "relSlewSlack": 0.922,
  "cellPowerDensity_mw_per_mm2": 338,
  "place.gp.congestion": 0.813,
  "rsz0062_at_grt": "true",
  "holdPathEnd": "out[29]",
  "startpoint_type": "input port",
  "overflow": 0,
  "worstPathRequired_ns": 0.88,
  "worstHoldPathCells": 3,
  "dp.cells": 268,
  "post-route-min-period_ns": 1.35,
  "core-area_mm2": 0.00520,
  "worstPathArrival_ns": 1.13
}
critical path: stages:
cell and delay [ns]:
buf_16 0.14, buf_16 0.14, mux4_2 0.50, buf_6 0.13
cell families after synthesis:
family                 after synthesis  synth area share
muxes                               32             0.894
buffers and inverters                7             0.106
how the worst max path moves through the flow:
stage / slack [ns] / to / startpoint
4_1_cts: -0.26 / out[3] / address[0]
5_1_grt: -0.29 / out[27] / address[0]
6_report: -0.25 / out[20] / address[0]
layout make-up:
cell class | count | area, um2 | area share
Multi-Input combinational cell | 32 | 721 | 0.304
Timing Repair Buffer | 171 | 1550 | 0.655
Antenna cell | 3 | 7.51 | 0.00317
Tap cell | 70 | 87.6 | 0.0370
Yosys cell counts, drive strengths merged:
library cell  number
buf                7
mux4              32
where the power goes:
group	switching [mW]	total [mW]	internal [mW]
registers	0	0	0
logic	0.211	0.801	0.590
clock network	0	0.000000365	0.000000365
total	0.211	0.801	0.590
layer usage:
| layer | wire length [um] | GRT usage | part of all wire |
|---|---|---|---|
| met1 | 2220 | 0.162 | 0.34 |
| met2 | 3560 | 0.248 | 0.54 |
| met3 | 632 | 0.0533 | 0.097 |
| met4 | 125 | 0.0278 | 0.019 |
| met5 | 0 | 0 | 0 |
stage by stage:
stage               TNS (ns)  utilization
finish                 -7.39        0.455
global route           -8.35        0.454
CTS                    -7.72        0.453
detailed placement    -26.70        0.478
global placement      -26.40        0.478
floorplan             -0.949            -
timing repair:
item                                    4_1_cts  5_1_grt
gates resized                               266        0
gates cloned                                  5        0
hold buffers                                  0        0
endpoints found under the setup margin       32       32
No activity file was given, so power comes from the tool's default toggle rates.
