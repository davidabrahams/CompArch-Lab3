File: flow/constraint.sdc
current_design Registers

set clk_period 2.4
set clk_io_pct 0.2

create_clock -name clk0 -period $clk_period [get_ports {clk}]

set non_clock_inputs [all_inputs -no_clocks]
set_input_delay [expr $clk_period * $clk_io_pct] -clock clk0 $non_clock_inputs
set_output_delay [expr $clk_period * $clk_io_pct] -clock clk0 [all_outputs]
File: flow/config.mk
export PLATFORM = sky130hd
export DESIGN_NAME = Registers
export DESIGN_NICKNAME = Registers
export VERILOG_FILES = /design/flow/design.v
export SDC_FILE = /design/flow/constraint.sdc
export NUM_CORES = 4
export LEC_CHECK = 1
export CORE_UTILIZATION = 30
File: flow/run.sh
#!/bin/bash
# OpenROAD 26Q1-2900-gdf79404cd8, Yosys 0.63+post, stock flow scripts
make -C /OpenROAD-flow-scripts/flow DESIGN_CONFIG=/design/flow/config.mk WORK_HOME=/design/flow/orfs finish
File: flow/design.v
module Registers (
    input clk,
    input [4:0] write_addr,
    input [31:0] data_in,
    input write_enable,
    input [4:0] address_a,
    input [4:0] address_b,
    output [31:0] data_a,
    output [31:0] data_b
);
    reg [4:0] memory [31:0];
    initial begin
        memory[5'd29] = 32'h3ffc;
        memory[5'd28] = 32'h1800;
        memory[5'b0] = 32'b0;
    end
    always @(posedge clk) begin
        if (write_enable) begin
            memory[write_addr] <= data_in;
        end
        memory[5'b0] <= 32'b0;
    end
    assign data_a = memory[address_a];
    assign data_b = memory[address_b];
endmodule
==> flow_summary_export.csv <==
group,metric,value,unit
floorplan,initCoreUtil,0.304,
synthesis,ys_async_sr_fraction,0,
sta,hold_ws,0.907,ns
grt,grt_usage,0.163,
clock_tree,root_buffer,"clkbuf_16",
power_and_ir_drop,peakVddDrop,0.380,mV
sta,worst_slack,-0.161,ns
synthesis,netlist_instances,476,
detailed_routing,drt_pre_antenna_iters,4,
clock_tree,htreeDepth,4,
synthesis,ys_chip_area,0.00791,sq mm
final_layout,regMostFlops,"memory",
floorplan,rows,59,
sta,slew_violations,0,
sta,finalSetupViolations,10,
floorplan,ios,113,
grt,antenna_found_initial,0,
power_and_ir_drop,powerDensity,625,mW/mm^2
sta,slew_headroom,0.638,
floorplan,die-area,0.0270,sq mm
setup_path,worstSetupEndpointType,"primary output",
setup_path,startpoint_type,"register",
placement,dp_slack,-0.718,ns
sta,hold_viol,0,
placement,port_buffers,31,
detailed_routing,routed_wl,20300,microns
sta,tns,-0.880,ns
clock_tree,clk_pin_slew,0.06,ns
sta,fmax,390,MHz
detailed_routing,drc,0,
final_layout,drive_gt1_frac,0.442,
sta,rsz0062_at_grt,"true",
final_layout,largest_register_ffs,155,
clock_tree,clock-sinks,155,
flow_run,cap_violations,0,
setup_path,path_class,"reg -> out",
floorplan,core_area,0.0260,sq mm
floorplan,die_x,164,microns
synthesis,postSynthAreaPerCell,16.6,sq um
detailed_routing,drt_iter0_drc,350,
setup_path,critical_path_required,1.92,ns
placement,place_congestion,0.909,
synthesis,ys_seq_elements,155,
worst_hold_path,min_path_type,"in -> reg",
detailed_routing,ant_nets,0,
detailed_routing,vias,4731,
detailed_routing,viasPerCell,4.97,
status,status,"finished with violations",
placement,dpl.hpwl,14000,microns
setup_path,crit_fanout,2,
setup_path,worstPathCellList,"buf_4 -> mux4_2 -> a22o_1 -> o21ai_2 -> o31ai_2 -> buf_2",
status,violations,"setup timing",
flow_run,warnings,54,
clock_tree,cts_buffer_depth,2,
final_layout,syn2layout_area_growth,26.4,%
synthesis,topCellsByArea,"edfxtp_1 59%, mux4_2 16%, buf_4 5.4%",
synthesis,yosysSeqAreaShare,0.588,
synthesis,synth_cell_types,33,
final_layout,top_regs,"memory: 155 flops",
sta,period_minus_slack,2.56,ns
synthesis,dominantRegCellSynth,"edfxtp_1",
detailed_routing,routedWlPerCell,21.3,microns
synthesis,yosysWarnings,1,
setup_path,path_delay_family,"AND-OR/OR-AND gates",
setup_path,arrival,2.08,ns
detailed_routing,antenna_cells,0,
synthesis,netlist_area,0.00791,sq mm
clock_tree,cts_tree,"yes",
sta,tightest_slew,0.542,ns
synthesis,top_area_frac,0.588,
clock_tree,cts_buffers,17,
final_layout,stdcell_area,0.0100,sq mm
grt,grt_remaining_overflow,0,
synthesis,enable_flop_cells,155,
grt,grt_max_degree,32,
floorplan,dieHeight,164,microns
sta,finalCritPeriodShare,1.07,
grt,grt_pass1_vias,5086,
grt,grt_pass1_wl,30200,microns
synthesis,yosysTopAreaCell,"edfxtp_1",
clock_tree,hold_buffers,0,
setup_path,critPathMaxStageDelay,0.44,ns
synthesis,ys_cells,476,
setup_path,cp_slowest_cell,"mux4_2",
placement,placed_cell_area,0.00893,sq mm
setup_path,critPathBufInv,2,
power_and_ir_drop,power_leakage,3.52,nW
-- kinds of logic after synthesis --
logic type	synth area share
flip-flops	0.588
multiplexers	0.226
buffers and inverters	0.0756
AND-OR/OR-AND	0.0680
AND/OR/NAND/NOR	0.0418
other	0.000474
-- routing by layer --
metal	GRT usage	part of all wire
met1	0.219	0.40
met2	0.239	0.47
met3	0.0978	0.12
met4	0.0246	0.013
met5	0.0114	0.0020
-- where the power goes --
part | switching (mW) | total [mW] | internal (mW)
sequential | 0.0165 | 3.03 | 3.01
clock | 1.07 | 2.49 | 1.42
combinational | 0.348 | 0.732 | 0.384
total | 1.43 | 6.25 | 4.82
-- synthesized netlist by cell type, drive strengths merged, types with 3 or more instances --
cell type,instances
and2,8
a22oi,13
mux2,15
a211o,4
nand3b,5
o221a,5
nor2b,6
mux2i,25
nand2,6
o22ai,5
o21ai,6
or3b,3
a21oi,4
nor2,34
a22o,17
o31ai,6
a31o,4
mux4,60
buf,73
clkbuf,8
edfxtp,155
a31oi,5
-- metrics by stage --
step	instances	power, mW	utilization
after floorplan	529	3.48	-
after global placement	894	3.71	0.344
after detailed placement	894	3.72	0.344
after CTS	950	6.29	0.385
after global routing	951	6.45	0.385
final	951	6.25	0.385
-- path summary, 6_finish.rpt --
path	startpoint	to	slack, ns	cells after the start
worst max-delay path	memory[29][1]	data_b[1]	-0.16	6
worst min-delay path	data_in[3]	memory[13][3]	0.91	2
-- cell usage in the layout, fill, tap and decap left out, types with 6 or more instances in the layout --
cell type / count
a22o_1: 17
nor2_1: 33
mux2_2: 15
conb_1: 54
buf_12: 15
o21ai_2: 6
edfxtp_1: 155
mux4_2: 59
buf_2: 12
buf_4: 77
mux2i_1: 19
buf_6: 11
clkdlybuf4s50_1: 13
o31ai_2: 6
a22oi_2: 8
clkbuf_16: 17
-- cell type report --
type | instances | area, sq um
multi-input combinational | 291 | 3030
clock inverter | 14 | 123
inverter | 2 | 7.51
fill | 2360 | 16000
sequential | 155 | 4650
clock buffer | 17 | 425
tap | 335 | 419
timing repair buffer | 137 | 1350
-- timing repair --
item                                    CTS  global route
endpoints found under the setup margin   10            10
buffers inserted                         23             1
pin swaps                                26             6
cloned                                    5             0
gates resized                           114             3
Power is estimated from default activity; no workload was simulated.
